<file path="flow/run.sh">
#!/bin/bash
# OpenROAD 26Q1-2900-gdf79404cd8, Yosys 0.63+post, stock flow scripts
make -C /OpenROAD-flow-scripts/flow DESIGN_CONFIG=/design/flow/config.mk WORK_HOME=/design/flow/orfs finish
</file>
<file path="flow/config.mk">
export PLATFORM = sky130hd
export DESIGN_NAME = SEDE
export DESIGN_NICKNAME = SEDE
export VERILOG_FILES = /design/flow/design.v
export SDC_FILE = /design/flow/constraint.sdc
export NUM_CORES = 4
export LEC_CHECK = 1
export CORE_UTILIZATION = 50
</file>
<file path="flow/constraint.sdc">
current_design SEDE

set clk_period 14.4
set clk_io_pct 0.2

create_clock -name clk0 -period $clk_period [get_ports {clk}]

set non_clock_inputs [all_inputs -no_clocks]
set_input_delay [expr $clk_period * $clk_io_pct] -clock clk0 $non_clock_inputs
set_output_delay [expr $clk_period * $clk_io_pct] -clock clk0 [all_outputs]
</file>
<file path="flow/design.v">
module SEDE (input clk,
	     input rst,
	     input [7:0] pix_data,
	     output reg  valid, 
	     output reg[7:0] edge_out,
	     output reg busy );
	parameter x0 = 1, x1 = 0, x2 = -1;
	parameter x3 = 2, x4 = 0, x5 = -2;
	parameter x6 = 1, x7 = 0, x8 = -1;
	parameter y0 = 1, y1 = 2, y2 = 1;
	parameter y3 = 0, y4 = 0, y5 = 0;
	parameter y6 = -1, y7 = -2, y8 = -1;
	integer i;
	reg signed[11:0]sum_gx;
	reg signed[11:0]sum_gy;
	reg signed[12:0]sobel;
	reg [11:0]count_in;
	reg [11:0]count_out;
	reg [7:0]line0[0:31];
	reg [7:0]line1[0:31];
	reg [7:0]line2[0:31];
	wire [7:0]line0_out;
	wire [7:0]line1_out;
	wire [7:0]line2_out;
	reg [7:0]line0_data[0:2];
	reg [7:0]line1_data[0:2];
	reg [7:0]line2_data[0:2];
	always@(posedge clk or posedge rst)begin
		if(rst)
			count_out <= 0;
	 	else if(count_in >= 67)
	 		count_out = count_out + 1;
	 	else
	 		count_out = count_out;
	 end
	always@(posedge clk or posedge rst)begin
		if(rst)begin
			valid <= 0;
			edge_out <= 0;
		end
		else if(count_in >= 67)begin
			valid <= 1; 
			edge_out <= sobel;
		end
		else begin
			valid <= 0; 
			edge_out <= 0;
		end
	end
	always@(*)begin
			sum_gx = line0_data[0]*x8 + line0_data[1]*x7 + line0_data[2]*x6 +
					 line1_data[0]*x5 + line1_data[1]*x4 + line1_data[2]*x3 +
					 line2_data[0]*x2 + line2_data[1]*x1 + line2_data[2]*x0;
			sum_gy = line0_data[0]*y8 + line0_data[1]*y7 + line0_data[2]*y6 +
					 line1_data[0]*y5 + line1_data[1]*y4 + line1_data[2]*y3 +
					 line2_data[0]*y2 + line2_data[1]*y1 + line2_data[2]*y0;
			sobel = sum_gx + sum_gy;
			if(sobel < 0 || (count_out%32 ==0) || (count_out%32 == 31) || (count_out/32 == 31) || (count_out/32 == 0))
				sobel = 0;
			else
				sobel = (sobel/2 > 255) ? 8'hff : (sobel/2);
	end
	always@(posedge clk or posedge rst)begin
		if(rst)begin
			for(i = 0; i <= 2; i = i + 1)begin
				line0_data[i] <= 0;
				line1_data[i] <= 0;
				line2_data[i] <= 0;
			end
		end
		else begin
			line0_data[0] <= line0_out;
			line1_data[0] <= line1_out;
			line2_data[0] <= line2_out;
			for(i = 1; i <= 2; i = i + 1)begin
				line0_data[i] <= line0_data[i-1];
				line1_data[i] <= line1_data[i-1];
				line2_data[i] <= line2_data[i-1];
			end
		end
	end
	always@(posedge clk or posedge rst)begin
		if(rst)begin
			for(i = 0; i <= 31; i = i + 1)
				line0[i] <= 0;
		end
		else begin
			if(count_in == 0)
				line0[0] = 0;
			else if(count_in == 1)
				line0[0] <= pix_data;
			else begin
				line0[0] <= pix_data;
				for(i = 1; i <= 31; i = i + 1)
					line0[i] <= line0[i-1];
			end
		end
	end
	assign line0_out = line0[31];
	always@(posedge clk or posedge rst)begin
		if(rst)begin
			for(i = 0; i <= 31; i = i + 1)
				line1[i] <= 0;
		end
		else begin
				line1[0] <= line0[31];
				for(i = 1; i <= 31; i = i + 1)
					line1[i] <= line1[i-1];
		end
	end
	assign line1_out = line1[31];
	always@(posedge clk or posedge rst)begin
		if(rst)begin
			for(i = 0; i <= 31; i = i + 1)
				line2[i] <= 0;
		end
		else begin
				line2[0] <= line1[31];
				for(i = 1; i <= 31; i = i + 1)
					line2[i] <= line2[i-1];
		end
	end
	assign line2_out = line2[31];
	always@(posedge clk or posedge rst)begin
		if(rst)
			busy <= 0;
		else if(count_in >= 1024)
			busy <= 1;
		else 
			busy <= 0;
	end
	always@(posedge clk or posedge rst)begin
		if(rst)
			count_in <= 0;
		else if(~busy)
			count_in <= count_in + 1;
		else
			count_in <= count_in;
	end
endmodule
</file>
==> GITHUB_STEP_SUMMARY <==
### Yosys + OpenROAD results

| Metric | Value |
|---|---|
| Kind of capture point of the worst setup path | `flip-flop` |
| Slew at the pin closest to its max-slew limit | `801.9 ps` |
| Remaining design rule violation count | `0` |
| Cell with the largest stage delay on the worst path | `fa_1` |
| Adder Share, Synth | `16.27%` |
| Most common reg cell | `dfrtp_1` |
| Growth of design area from synthesis to finish | `12.10%` |
| Final weighted congestion in routability-driven placement | `around 0.83` |
| Initial cell density of the core | `a little over 50%` |
| Number of max-slew violations in the final report | `0` |
| Post-synth area from yosys stat | `~33000 um2` |
| Hold buffer count at cts | `0` |
| Share of synthesized registers carrying an async set or reset | `around 100%` |
| Number of antenna violations at the first check in global routing | `1` |
| Number of resized instances in the post-cts repair step | `0` |
| Overall die height | `around 260 um` |
| Number of primary I/O pins | `20` |
| RSZ-0062 raised after global routing | `no` |
| Clock period minus worst slack | `about 9000 ps` |
| Detailed router's first-iteration violation count | `716` |
| Chip width | `257.4 um` |
| Reg clk slew, reported paths | `approximately 60 ps` |
| Share of post-route cells with drive strength above 1 | `a little over an eighth` |
| MUX area fraction | `approximately a tenth` |
| Global-route wire length before repair | `78.88 mm` |
| Number of standard-cell rows in the floorplan | `between 90 and 100` |
| Clock tree from TritonCTS | `built` |
| Netlist area before placement | `32620 um2` |
| Worst slew margin | `45.96%` |
| Ao+oa area frac | `about 2.2%` |
| Number of buffers inserted during clock tree synthesis | `slightly above 80` |
| Cells in synth_stat.txt | `between 2k and 2.5k` |
| Place WS | `between 5000 and 6000 ps` |
| Crit Path Class | `flip-flop to flip-flop` |
| Hold_ws | `323.8 ps` |
| Register bit total from synthesis | `between 800 and 900` |
| Arrival time worst endpoint | `9460 ps` |
| Bufs on Longest Clock Path | `3` |
| Highest attainable clock frequency | `roughly 110 MHz` |
| All-layer global routing usage | `15.70%` |
| Total detailed-routing wirelength | `~45 mm` |
| Simple-gate area share of the yosys netlist | `roughly 1.7%` |
| Source-to-sink clock delay at the later pin of the worst-skew pair | `630 ps` |
| Port bufs | `19` |
| Number of maximum-capacitance violations | `0` |
| Avg Cell Area, Syn | `roughly 16 um2` |
| Clock root buffer | `clkbuf_16` |
| Total clock sinks | `between 800 and 900` |
| HPWL after DPL | `28.71 mm` |
| Setup slack after layout | `around 5400 ps` |
| Vias per cell | `4.714` |
| Startpoint types | `flip-flop` |
| Endpoints failing setup | `0` |
| Vias after detailed routing | `~14k` |
| Cells after DPL | `2870` |
| Buffers inserted during post-CTS setup optimization | `0` |
| Post-route antenna net violation count | `0` |
| Maximum fanout along the worst path | `9` |
| Count of final hold-check violations | `0` |
| Cell count after synthesis | `between 2k and 2.5k` |
| Tool warnings | `35` |
| Run status | `complete, no violations` |
| H-tree levels | `3` |
| Library cells used by synthesis | `between 50 and 60` |
| Synthesis warning total | `7` |
| Router iterations before antenna repair | `6` |
| Final-layout setup total negative slack | `0 ps` |
| Total grt overflow | `0` |
| Placeable core region | `approximately 64000 um2` |
| Final setup skew | `30.23 ps` |
| Worst hold path type | `flip-flop to flip-flop` |
| Average wire per standard cell | `14.97 um` |
| Share of the clock period used by the worst path | `62.20%` |
| Number of enable flip-flop cells | `0` |
| CP peak stage delay | `710 ps` |
| Final standard cell count with taps included and fillers excluded | `3022` |
| Logic family by area | `adder cells` |
| Data required time at the worst endpoint | `between 10000 and 15000 ps` |
| Crit path top cell by count | `fa_1` |
| Maximum number of pins on one net before global-route repair | `approximately 110` |
| Seq share, synth | `63.37%` |
| Chip footprint | `66260 um2` |
| XOR Share, Synth | `2.662%` |
| Number of global-route vias before repair | `between 15k and 20k` |
-- layout by cell type, fill, tap and decap left out, drive strengths merged, types with 3 or more instances in the layout --
cell type	instances
a211oi	7
a21o	13
a21oi	37
and2	8
and3	4
buf	19
bufinv	7
clkbuf	118
clkdlybuf4s50	19
clkinv	19
clkinvlp	4
dfrtp	826
fa	177
ha	141
inv	269
mux2	250
nand2	23
nand2b	6
nand3	6
nand4	6
nor2	31
nor2b	4
nor3	4
nor4	3
o21a	14
o21ai	26
o21bai	5
or4	3
xnor2	75
xor2	19
-- registers in the layout (all words and copies together) (netlist names) --
signal      flops
line1         248
line2_data     24
valid           1
count_out      12
busy            1
line2         248
edge_out        8
line1_data      8
line0_data      8
count_in       12
line0         256
-- logic make-up (layout without fill, tap and decap cells) --
group                    Yosys count  count (layout)
AND-OR/OR-AND                    113             113
AND/OR/NAND/NOR                  107             107
multiplexers                     251             251
other                              0               1
buffers and inverters            297             455
XOR/XNOR                          96              96
adder cells (fa/ha/maj)          318             318
flip-flops                       826             826
-- critical path, delay by kind of cell, from the launching register on --
family | cells | cell delay, ps
AND-OR/OR-AND | 7 | 1200
XOR/XNOR | 8 | 1530
adder cells (fa/ha/maj) | 11 | 4830
buffers and inverters | 6 | 440
flip-flops | 1 | 410
AND/OR/NAND/NOR | 2 | 400
-- per-stage QoR --
stage | area, um2 | utilization (%)
5_1_grt | 36560 | 56.71
6_report | 36560 | 56.72
3_5_place_dp | 33740 | 52.35
2_1_floorplan | 32620 | -
3_3_place_gp | 33740 | 52.35
4_1_cts | 36560 | 56.71
-- per-layer routing --
layer	track usage, %	wire length, um
met1	27.00	20960
met2	21.73	20510
met3	4.304	2517
met4	3.764	1262
met5	0	0
-- path summary, 6_finish.rpt --
path                            cells past startpoint                   from                       end  slack (ps)
worst max-delay path                               34  line2[0][2]$_DFF_PP0_     edge_out[2]$_DFF_PP0_        5440
worst min-delay path                                0  line1[4][6]$_DFF_PP0_     line1[5][6]$_DFF_PP0_         320
worst max register to register                     34  line2[0][2]$_DFF_PP0_     edge_out[2]$_DFF_PP0_        5440
worst min register to register                      0  line1[4][6]$_DFF_PP0_     line1[5][6]$_DFF_PP0_         320
max in group asynchronous                           6                    rst    line2[14][5]$_DFF_PP0_        8750
min in group asynchronous                           2                    rst  count_out[7]$_DFFE_PP0P_        2610
-- layout make-up --
type / instances / area (um2)
fill: 4953 / 27900
antenna: 1 / 2.502
sequential: 826 / 20670
clock buffer: 118 / 2421
timing repair buffer: 38 / 345.3
multi-input combinational: 885 / 10660
clock inverter: 33 / 392.9
tap: 855 / 1070
inverter: 266 / 1002
-- synthesized netlist by cell type, types with 25 or more instances --
library cell / count / area share (%)
ha_1: 141 / 5.4
xnor2_1: 75 / 2.0
a21oi_1: 37 / 0.57
mux2_1: 120 / 4.1
o21ai_0: 25 / 0.38
dfrtp_1: 826 / 63
inv_1: 266 / 3.1
fa_1: 177 / 11
nor2_1: 31 / 0.36
mux2_4: 100 / 4.6
mux2_2: 30 / 1.0
